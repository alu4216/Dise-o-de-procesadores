==> ./design.v <==
module decodificador(input wire [2:0] tiempo, output wire [7:0] salida);
assign salida=1<<tiempo;
endmodule
module generador(input wire clk, reset, output wire [7:0] salida);
reg [2:0] tiempo;
always @ (posedge clk, posedge reset)
  if (reset)
    tiempo <= 3'b000;
  else
    tiempo <= tiempo + 1;
decodificador dc(tiempo, salida);
endmodule
module uc_cableada(input wire q0, start, clk, output wire CargaQ, DesplazaQ, ResetA, CargaA, Fin);
wire [7:0] salida;
generador gt(clk, start, salida);  
assign CargaQ = salida[0];
assign DesplazaQ = (salida[2] | salida[4]);
assign ResetA = salida[0];
assign CargaA = (q0 & (salida[1] | salida[3] | salida[5]));
assign Fin = salida[6];
endmodule
==> ./config.mk <==
export PLATFORM = sky130hd
export DESIGN_NAME = uc_cableada
export DESIGN_NICKNAME = uc_cableada
export VERILOG_FILES = /design/flow/design.v
export SDC_FILE = /design/flow/constraint.sdc
export NUM_CORES = 4
export LEC_CHECK = 1
export CORE_AREA = 10 10 70 70
export DIE_AREA = 0 0 80 80
==> ./run.sh <==
#!/bin/bash
# OpenROAD 26Q1-2900-gdf79404cd8, Yosys 0.63+post, stock flow scripts
make -C /OpenROAD-flow-scripts/flow DESIGN_CONFIG=/design/flow/config.mk WORK_HOME=/design/flow/orfs finish
==> ./constraint.sdc <==
current_design uc_cableada

set clk_period 1.6
set clk_io_pct 0.2

create_clock -name clk0 -period $clk_period [get_ports {clk}]

set non_clock_inputs [all_inputs -no_clocks]
set_input_delay [expr $clk_period * $clk_io_pct] -clock clk0 $non_clock_inputs
set_output_delay [expr $clk_period * $clk_io_pct] -clock clk0 [all_outputs]
==> notes.md <==
Summary of the current implementation state.

- The I/O pin count is 8, for reference.
- Per the OpenROAD floorplan log, the height of the die is 80 µm.
- The worst setup path startpoint is gt.tiempo[1], for reference.
- CTS placed an instance of sky130_fd_sc_hd__clkbuf_4 at the clock tree root.
- The max-capacitance violation count is 0, for reference.
- Measured in cells, the most critical reg-to-reg path has a length of 4.
- The TritonCTS sink count is 3, for reference.
- The nature of the critical path startpoint is a flip-flop, for reference.
- Across all layers, the routed design uses roughly 180 vias.
- For this design the static power due to leakage is 0.202 nW.
- The placed instance count is around 70, for reference.
- All stages included, the depth of the critical timing path comes to 4.
- The aoi/oai-family share of the synthesized area is 0%, for reference.
- The number of detailed-routing iterations run before antenna repair is 3, for reference.
- The data arrival time of the critical path is between 1 and 1.5 ns, for reference.
- Measured on the finished design, the core utilization comes to 13.1%.
- Per the detail_route report, DRC violations left total 0.
- Fill cells in the final layout number between 300 and 400.
- The synthesis report lists the Yosys warning total as 1.
- Per the summary, power density relative to cell area is 481 nW/µm².
- After technology mapping, the gate count stands at 17.
- The via count of the first global-routing pass is about 220.
- The maximum clock insertion buffer count is 2, for reference.
- The synthesis-stage register bit count is 3, for reference.
- Nets still carrying antenna violations after routing amount to 0.
- The detailed-route wire length per cell is approximately 7 µm, for reference.
- In this run the tool buffered the top-level ports with 7 buffer cells.
- The maximum number of pins on one net before global-route repair is 6, for reference.
- For this run, the number of standard cells in the final layout without fillers is 83.
- The worst register-to-register path ends at gt.tiempo[2].
- In the Yosys stats the netlist draws on 10 distinct library cells.
- The detailed router reported a total wirelength of 592 µm.
- The area fraction in mux cells is 10.8%, for reference.
- Summed over all failing endpoints, the final setup total negative slack is -0.00925 ns.
- The width of the die is 80 µm, for reference.
- The HPWL after detailed placement is between 300 and 400 µm.
- For reference, the post-synthesis area per instance comes to 11.6 µm².
- The weighted congestion reported at the end of routability-driven placement is 0.712, for reference.
- Per the Yosys statistics, synthesis produced 17 cells.
- The largest total area in the synthesized netlist belongs to sky130_fd_sc_hd__dfrtp_1.
- Looking at the reg2reg group, the worst path starts from gt.tiempo[0].
- The checks that failed: negative setup slack.
- Of the total synthesized cell area, the portion taken by full adders, half adders and majority gates is between 20% and 30%.
- The area added between synthesis and finish is 127%, for reference.
- The register with the most flip-flops in the layout has 3 of them.
- Note that the worst hold path type here is input pin to asynchronous set/reset pin.
- The master of the slowest instance on the critical path is sky130_fd_sc_hd__dfrtp_1, for reference.
- The flop-to-flop setup slack is 0.48 ns, for reference.
- The sequential element share of the synthesized area is a little under two fifths, for reference.
- The post-cts hold-fix buffer tally is 0, for reference.
- The average via count per standard cell is ~2.2, for reference.
- Across all hold checks on the routed design, the worst slack comes to ~0.27 ns.
- In the final layout, the share of cells above drive strength 1 is 67.6%.
- The initial antenna violation count is 0, for reference.
- The stage delay of the slowest cell on the critical path is approximately 0.4 ns, for reference.
- The maximum operating frequency is a little over 0.6 GHz, for reference.
- Setup repair after global routing could not meet its margin everywhere.
- Clock-pin slew was measured on the worst setup and hold paths at 0.04 ns.
- The cell area after synthesis is 196 µm², for reference.
- The global routing report lists combined usage of all routing layers as 1.78%.
- Per the timing report, the biggest fanout along the worst path comes to 3.
- In the final run the clock tree shows a worst skew of 0.00172 ns.
- Of the total synthesized cell area, the portion taken by XOR and XNOR cells is under 10%.
- Yosys attributes the largest share of cell area to sky130_fd_sc_hd__dfrtp_1 38%, sky130_fd_sc_hd__ha_1 25%, sky130_fd_sc_hd__inv_1 5.7%.
- In this run the full chip footprint comes out at 6400 µm².
- The number of inserted diodes is 0, for reference.
- The capture point of the worst path is DesplazaQ, for reference.
- Counting endpoints that fail hold in the final report gives 0.
- The top cell type by area accounts for 38.2% of the synthesized area.
- More flip-flops sit in one register than any other, and that register is gt.tiempo.
- The insertion delay at the late pin of the worst-skew pair is about 0.23 ns, for reference.
- The count of pins over their slew limit is 0, for reference.
- The instance area after placement is 324 µm², for reference.
- After global routing the overflow that remains totals 0.
- The worst-case IR drop observed on VDD is 0.000116 V.
- The cell family with the largest share of critical-path delay is flip-flops, for reference.
- CTS built an H-tree with a depth of 1.
- In this run the core area contains 21 standard-cell rows.
- The worst setup path is of the flip-flop to output pin kind.
- The post-synthesis simple-gate area fraction is between 10% and 20%, for reference.
- The final setup violation count is 1, for reference.
- The critical path in the final layout is reported with a setup slack of -0.00925 ns.
- Summing all multi-input logic gate instances after layout gives 140 µm².
- The detailed router finished its first iteration with 2 violations.
- The max-slew check reports its worst relative slack as 86.7%.
- The flow ran to the end, but the final reports show violations.
- The shortest period the worst path allows is 1.61 ns, for reference.
- Warnings raised by the tools during the run amount to 30.
- Across the whole layout, storage elements account for 75.1 µm².
- The area of the core is 3420 µm², for reference.
- The largest registers in the layout are gt.tiempo: 3 flops.
- Once the floorplan was initialized, standard cells occupied 5.75% of the core.
- In this run the critical path is formed by buf_4 -> ha_4 -> mux2_2 -> buf_2.
- The clock tree from TritonCTS is done, for reference.
- The area figure in the yosys stat output is 196 µm², for reference.
- Per the TritonCTS log, the buffer count is 3.
- The first-pass GRT wire length is ~900 µm, for reference.
- The final non-filler cell area is roughly 450 µm², for reference.
- After layout, the worst path uses 101% of the clock period.
- Grouping non-sequential cells by family puts the most area in adder cells.
- The script reports the combined buffer and inverter count of the critical path as 2.
- According to the timing report, the data required time at the worst endpoint equals between 1 and 1.5 ns.
- STA classifies the critical path endpoint as an output pin.
- For the pin with the worst max-slew slack, the measured transition is 0.200 ns.
## power breakdown
part / total, mW / leakage (nW) / internal [mW] / switching [mW]
logic: 0.00664 / 0.145 / 0.00471 / 0.00194
registers: 0.0763 / 0.0426 / 0.0763 / 0
clock network: 0.132 / 0.0150 / 0.0934 / 0.0383
## cells by family (layout without fill, tap and decap cells)
family,Yosys count,count (layout)
XOR/XNOR,1,1
adder cells (fa/ha/maj),4,4
buffers and inverters,4,24
flip-flops,3,3
multiplexers,2,2
AND/OR/NAND/NOR,3,3
## how the worst min path moves through the flow
| stage | startpoint | slack [ns] | to |
|---|---|---|---|
| 4_1_cts | start | 0.28 | gt.tiempo[2] |
| 5_1_grt | start | 0.28 | gt.tiempo[2] |
| 6_report | start | 0.27 | gt.tiempo[2] |
## cell usage after synthesis
| cell type | number |
|---|---|
| sky130_fd_sc_hd__ha_1 | 4 |
| sky130_fd_sc_hd__dfrtp_1 | 3 |
| sky130_fd_sc_hd__inv_1 | 3 |
| sky130_fd_sc_hd__and2_2 | 1 |
| sky130_fd_sc_hd__and2b_2 | 1 |
| sky130_fd_sc_hd__buf_4 | 1 |
| sky130_fd_sc_hd__mux2_2 | 1 |
| sky130_fd_sc_hd__mux2i_1 | 1 |
| sky130_fd_sc_hd__nor2b_1 | 1 |
| sky130_fd_sc_hd__xor2_1 | 1 |
## layout make-up
class	instances	share of cell area, %
repair buffers	17	30.5
well taps	46	12.9
multi-input cells	10	31.4
clock buffers	4	5.88
flip-flops and latches	3	16.8
inverters	3	2.52
## layout by cell type (no fill, tap or decap)
cell                              netlist  final
sky130_fd_sc_hd__buf_6                  0      3
sky130_fd_sc_hd__ha_4                   0      3
sky130_fd_sc_hd__and2b_2                1      1
sky130_fd_sc_hd__mux2i_1                1      1
sky130_fd_sc_hd__buf_2                  0      4
sky130_fd_sc_hd__inv_2                  0      2
sky130_fd_sc_hd__clkdlybuf4s15_1        0      1
sky130_fd_sc_hd__mux2_2                 1      1
sky130_fd_sc_hd__clkbuf_4               0      3
sky130_fd_sc_hd__ha_1                   4      1
sky130_fd_sc_hd__dfrtp_1                3      3
sky130_fd_sc_hd__xor2_1                 1      1
sky130_fd_sc_hd__nor2b_1                1      1
sky130_fd_sc_hd__clkdlybuf4s50_1        0      2
sky130_fd_sc_hd__buf_4                  1      7
sky130_fd_sc_hd__and2_2                 1      1
sky130_fd_sc_hd__inv_1                  3      1
sky130_fd_sc_hd__clkbuf_1               0      1
## layer usage
metal | vias to the layer above | GRT usage (%) | wire length (µm)
met5 | - | 0 | 0
met4 | 0 | 0.880 | 0
met3 | 0 | 2.05 | 109
met2 | 8 | 2.41 | 238
met1 | 85 | 1.60 | 244
li1 | 91 | - | -
## what timing repair did
action / in CTS / in global routing
pin swaps: 1 / 0
resized: 22 / 3
setup buffers: 7 / 2
endpoints found under the setup margin: 5 / 5
## through the flow
stage	total power [mW]	worst slack, ns
after floorplan	0.0789	0.365
after detailed placement	0.0841	-0.0789
after global routing	0.237	-0.0677
final	0.215	-0.00925
after global placement	0.0842	-0.0824
after CTS	0.225	-0.00753
Power figures rest on the tool's default switching activity, not on a simulated workload.
